==> flow/run.sh <==
#!/bin/bash
# OpenROAD 26Q1-2900-gdf79404cd8, Yosys 0.63+post, stock flow scripts
make -C /OpenROAD-flow-scripts/flow DESIGN_CONFIG=/design/flow/config.mk WORK_HOME=/design/flow/orfs finish
==> flow/config.mk <==
export PLATFORM = sky130hd
export DESIGN_NAME = rcn_bridge_async
export DESIGN_NICKNAME = rcn_bridge_async
export VERILOG_FILES = /design/flow/design.v
export SDC_FILE = /design/flow/constraint.sdc
export NUM_CORES = 4
export LEC_CHECK = 1
export CORE_UTILIZATION = 30
==> flow/constraint.sdc <==
current_design rcn_bridge_async

set clk_period 43.3
set clk_io_pct 0.2

create_clock -name clk0 -period $clk_period [get_ports {main_clk}]
create_clock -name clk1 -period $clk_period [get_ports {sub_clk}]

set non_clock_inputs [all_inputs -no_clocks]
set_input_delay [expr $clk_period * $clk_io_pct] -clock clk0 $non_clock_inputs
set_output_delay [expr $clk_period * $clk_io_pct] -clock clk0 [all_outputs]
==> flow/design.v <==
module rcn_bridge_async
(
    input main_rst,
    input main_clk,
    input sub_clk,
    input [68:0] main_rcn_in,
    output [68:0] main_rcn_out,
    input [68:0] sub_rcn_in,
    output [68:0] sub_rcn_out
);
    parameter ID_MASK = 0;
    parameter ID_BASE = 1;
    parameter ADDR_MASK = 0;
    parameter ADDR_BASE = 1;
    wire [5:0] my_id_mask = ID_MASK;
    wire [5:0] my_id_base = ID_BASE;
    wire [23:0] my_addr_mask = ADDR_MASK;
    wire [23:0] my_addr_base = ADDR_BASE;
    reg [68:0] main_rin;
    reg [68:0] main_rout;
    reg [68:0] sub_rin;
    reg [68:0] sub_rout;
    assign main_rcn_out = main_rout;
    assign sub_rcn_out = sub_rout;
    wire [68:0] sub_fifo_in;
    wire sub_fifo_push;
    wire sub_fifo_full;
    wire [68:0] sub_fifo_out;
    wire sub_fifo_pop;
    wire sub_fifo_empty;
    wire [68:0] main_fifo_in;
    wire main_fifo_push;
    wire main_fifo_full;
    wire [68:0] main_fifo_out;
    wire main_fifo_pop;
    wire main_fifo_empty;
    always @ (posedge main_clk or posedge main_rst)
        if (main_rst)
        begin
            main_rin <= 69'd0;
            main_rout <= 69'd0;
        end
        else
        begin
            main_rin <= main_rcn_in;
            main_rout <=  (sub_fifo_pop) ? sub_fifo_out :
                          (main_fifo_push) ? 69'd0 : main_rin;
        end
    always @ (posedge sub_clk or posedge main_rst)
        if (main_rst)
        begin
            sub_rin <= 69'd0;
            sub_rout <= 69'd0;
        end
        else
        begin
            sub_rin <= sub_rcn_in;
            sub_rout <=  (main_fifo_pop) ? main_fifo_out :
                          (sub_fifo_push) ? 69'd0 : sub_rin;
        end
    wire main_id_match = ((main_rin[65:60] & my_id_mask) == my_id_base);
    wire main_addr_match = ((main_rin[55:34] & my_addr_mask[23:2]) == my_addr_base[23:2]);
    assign main_fifo_push = !main_fifo_full && main_rin[68] &&
                            ((main_rin[67] && main_addr_match) ||
                             (!main_rin[67] && main_id_match));
    assign main_fifo_pop = !main_fifo_empty && (!sub_rin[68] || sub_fifo_push);
    rcn_fifo_async main_fifo
    (
        .rst_in(main_rst),
        .clk_in(main_clk),
        .clk_out(sub_clk),
        .rcn_in(main_rin),
        .push(main_fifo_push),
        .full(main_fifo_full),
        .rcn_out(main_fifo_out),
        .pop(main_fifo_pop),
        .empty(main_fifo_empty)
    );
    wire sub_id_match = ((sub_rin[65:60] & my_id_mask) == my_id_base);
    wire sub_addr_match = ((sub_rin[55:34] & my_addr_mask[23:2]) == my_addr_base[23:2]);
    assign sub_fifo_push = !sub_fifo_full && sub_rin[68] &&
                            ((sub_rin[67] && !sub_addr_match) ||
                             (!sub_rin[67] && !sub_id_match));
    assign sub_fifo_pop = !sub_fifo_empty && (!main_rin[68] || main_fifo_push);
    rcn_fifo_async sub_fifo
    (
        .rst_in(main_rst),
        .clk_in(sub_clk),
        .clk_out(main_clk),
        .rcn_in(sub_rin),
        .push(sub_fifo_push),
        .full(sub_fifo_full),
        .rcn_out(sub_fifo_out),
        .pop(sub_fifo_pop),
        .empty(sub_fifo_empty)
    );
endmodule
module rcn_fifo_async
(
    input rst_in,
    input clk_in,
    input clk_out,
    input [68:0] rcn_in,
    input push,
    output full,
    output [68:0] rcn_out,
    input pop,
    output empty
);
    parameter DEPTH = 16;  
    reg [1:0] cross_in;
    reg [5:0] head_in;
    reg [5:0] head_snapshot;
    reg [5:0] tail_in;
    reg [1:0] cross_out;
    reg [5:0] head_out;
    reg [5:0] tail_out;
    reg [5:0] tail_snapshot;
    always @ (posedge clk_in)
        cross_in <= cross_out;
    always @ (posedge clk_out or posedge rst_in)
        if (rst_in)
            cross_out <= 2'b00;
        else
            case (cross_in)
            2'b00: cross_out <= 2'b01;
            2'b01: cross_out <= 2'b11;
            2'b11: cross_out <= 2'b10;
            default: cross_out <= 2'b00;
            endcase
    wire [5:0] head_in_next = (head_in == (DEPTH - 1)) ? 6'd0 : head_in + 6'd1;
    wire fifo_full = (head_in_next == tail_in);
    always @ (posedge clk_in or posedge rst_in)
        if (rst_in)
        begin
            head_in <= 6'd0;
            head_snapshot <= 6'd0;
            tail_in <= 6'd0;
        end
        else
        begin
            if (push)
                head_in <= head_in_next;
            case (cross_in)
            2'b01: head_snapshot <= head_in;
            2'b10: tail_in <= tail_snapshot;
            endcase
        end
    wire [5:0] tail_out_next = (tail_out == (DEPTH - 1)) ? 6'd0 : tail_out + 6'd1;
    wire fifo_empty = (tail_out == head_out);
    always @ (posedge clk_out or posedge rst_in)
        if (rst_in)
        begin
            head_out <= 6'd0;
            tail_out <= 6'd0;
            tail_snapshot <= 6'd0;
        end
        else
        begin
            if (pop)
                tail_out <= tail_out_next;
            case (cross_out)
            2'b01: tail_snapshot <= tail_out;
            2'b10: head_out <= head_snapshot;
            endcase
        end
    reg [67:0] fifo[(DEPTH - 1):0];
    always @ (posedge clk_in)
        if (push)
            fifo[head_in] <= rcn_in[67:0];
    assign full = fifo_full;
    assign empty = fifo_empty;
    assign rcn_out = {!fifo_empty, fifo[tail_out]};
endmodule
==> reports/metrics.csv <==
metric;value;unit
synth_seq_share;0.7921;
fin_ws;32.09;ns
edf_count;2176;
pwr-share-clk;0.307;
vias_per_cell;4.920;
tns;0;ns
fin_worst_skew;0.1085;ns
rr_endpoint;sub_fifo.fifo[10][4];
hold_path.class;reg -> reg;
report.final.setup_viol;0;
finalMaxSlewViolations;0;
mux_area_frac;0.1691;
die_area;314600;sq um
p_switching;2163;uW
path_class;in -> async;
synthCells;3827;
async_flop_share;0.1390;
drtIter0Drc;2566;
yosys.area.top_type;edfxtp_1;
reg2reg_from;sub_fifo.head_in[2];
die_height;560.9;um
ys_cells;3827;
power_frac_seq;0.418;
rsz0062_at_grt;no;
grt_pass1_vias;47365;
row_count;204;
tool_warnings;37;
cp_data_arrival_time;12.03;ns
top_cell_area_share;0.6973;
max_cap_violations;0;
vias;42380;
drc;0;
path_max_fanout;75;
grt_max_degree;110;
pwr-share-comb;0.275;
p_int;5021;uW
dp_slack;31.12;ns
track_usage;0.1662;
cp.required;44.11;ns
synthTopCellsByCount;edfxtp_1, mux4_2, dfrtp_1;
regToRegSetupSlack;38.37;ns
final-hold-violation-count;0;
syn2layout_area_growth;17.70;%
endpoint_kind;async pin;
fill_cells;27845;
yosys.area_share.aoi;0.01613;
ff_type;edfxtp_1;
hold_slack;0.3172;ns
cts_hold_buf;0;
clk_pin_slew;0.07;ns
die_w;560.9;um
wire_per_inst;28.10;um
io_buffers;277;
vdd_drop_max;54.19;uV
ioPinCount;279;
wl;242000;um
top_logic_kind;multiplexers;
cts_tree;done;
cts_setup_buffers;0;
firstDrtPassIters;5;
topCellsByArea;edfxtp_1, mux4_2, dfrtp_1, a22o_1, mux2_2;
drtAntennaViolNets;0;
yosys_warnings;2;
avgSynthCellArea;24.49;sq um
synth.most_common_cell;edfxtp_1;
placed_area;101900;sq um
fin_area;110300;sq um
fp-utilization;0.3024;
holdPathStages;0;
ys.flops;2532;
clock_sinks;2532;
adder_share;0.001335;
reg2reg_depth;9;
p_sw_frac;0.3011;
antenna_found_initial;7;
cts_resized;0;
startpoint_type;input port;
worstHoldEndpoint;main_fifo.cross_in[1];
core_area;309900;sq um
place_congestion;0.8287;
syn_area;93710;sq um
hp-start;main_fifo.cross_out[1];
drive_gt1_frac;0.2833;
ys_chip_area;93710;sq um
p_leak;0.03531;uW
slew-limit-headroom;0.3676;
grt_pass1_wl;342600;um
yosys.area_share.simple;0.007344;
p_per_area;65.13;nW/um^2
grt_overflow;0;
dp_hpwl;138900;um
status;completed;
yosys.area_share.xor_xnor;0.003285;
synthDistinctLibCells;56;
tightest_slew;0.9485;ns
## sequential cells by signal, indices dropped and copies added, names as in the netlist, 69 cells and up
name,flops
main_fifo.fifo,1088
sub_rout,69
main_rout,69
sub_fifo.fifo,1088
main_rin,69
sub_rin,69
## per-stage QoR
stage               utilization  power [uW]  instances
floorplan                     -        4189       3827
global route             0.3559        7475       8613
CTS                      0.3559        7307       8613
detailed placement       0.3289        5080       8138
global placement         0.3289        5075       8138
finish                   0.3559        7183       8614
## critical path: stages
cell             delay (ns)
clkdlybuf4s50_1        0.49
inv_8                  0.40
buf_4                  0.59
buf_4                  0.56
buf_4                  0.56
buf_4                  0.61
## power by group through the flow
stage | combinational, uW | clock, uW | sequential [uW]
after CTS | 2040 | 2260 | 3010
after global routing | 2100 | 2350 | 3030
final | 1970 | 2200 | 3010
## metal layers
metal | up-vias | global-route usage | wire, um
li1 | 17241 | - | -
met1 | 21599 | 0.1726 | 73830
met2 | 3171 | 0.2482 | 114600
met3 | 361 | 0.1482 | 46120
met4 | 8 | 0.03802 | 7036
met5 | - | 0.01039 | 433
## cells in the final DEF, fill, tap and decap left out, drive strengths merged, types with 2 or more instances in the layout
master / instances
a211oi: 2
a21oi: 8
a22o: 134
a31oi: 3
and2: 6
and3: 17
and4: 3
and4b: 4
buf: 117
bufinv: 12
clkbuf: 333
clkdlybuf4s50: 277
clkinv: 104
clkinvlp: 11
dfrtp: 352
dfxtp: 4
edfxtp: 2176
ha: 10
inv: 31
mux2: 47
mux4: 680
nand2: 25
nand2b: 7
nand3: 10
nand4: 3
nor2: 26
nor2b: 8
nor3: 9
o21ai: 21
o31ai: 2
o41ai: 2
or3: 4
xnor2: 23
xnor3: 2
xor2: 7
## logic make-up after synthesis
family | after synthesis
buf+inv | 219
mux | 727
compound gates | 182
fa+ha+maj | 10
flops | 2532
simple gates | 125
xor+xnor | 32
## how the worst max path moves through the flow
stage	from	endpoint	depth (start not counted)
6_report	main_rst	sub_rin[24]	6
4_1_cts	main_rst	sub_rin[25]	6
5_1_grt	main_rst	sub_rin[24]	6
## cell type report
cell class | count | area [sq um] | share of cell area
Sequential cell | 2532 | 74260 | 0.6733
Multi-Input combinational cell | 1076 | 18660 | 0.1692
Clock buffer | 333 | 7052 | 0.06393
Tap cell | 4120 | 5155 | 0.04674
Timing Repair Buffer | 394 | 3751 | 0.03401
Clock inverter | 142 | 1341 | 0.01216
Inverter | 16 | 70.07 | 0.0006353
Antenna cell | 1 | 2.502 | 0.00002269
No activity file was given, so power comes from the tool's default toggle rates.
